<file path="design/flow/design.v">
module CRC #(
	parameter	DATA_WIDTH = 32,
	parameter	CRC_WIDTH = 3,
	parameter	COUNTER_WIDTH = $clog2(DATA_WIDTH),
	parameter	LSB_DATA_WIDTH = DATA_WIDTH - CRC_WIDTH,
	parameter	POLYNOMIAL = 3'h3
)(
	input								clk,
	input								reset_n,
	input								control,
	input								enable,
	input		[DATA_WIDTH - 1 : 0]	data_in,
	output		[DATA_WIDTH - 1 : 0]	result,
	output	reg							done
);
	reg	[LSB_DATA_WIDTH - 1 : 0]		lsb_data_reg;
	reg	[COUNTER_WIDTH - 1 : 0]			count = 0;
	reg	[CRC_WIDTH - 1 : 0]				polynomial = POLYNOMIAL;
	reg									status;
	reg	[CRC_WIDTH - 1 : 0]				crc_result;
	wire								clear_count;
	always @(posedge clk, negedge reset_n) begin
		if(~reset_n) 
			status <= 1'b0;
		else if(clear_count) 
			status <= 1'b0;
		else if(~control & enable)
			status <= 1'b1;
	end
	always @(posedge clk) begin
		if(~control & enable)
			lsb_data_reg <= data_in[LSB_DATA_WIDTH - 1 : 0];
		else if (status & control) 
			lsb_data_reg <= lsb_data_reg << 1'b1;
		else
			lsb_data_reg <= lsb_data_reg;
	end
	assign	clear_count = count == (DATA_WIDTH - 1); 
	always @(posedge clk, negedge reset_n) begin
		if(~reset_n)
			count <= {COUNTER_WIDTH{1'b0}};
		else if(clear_count)
			count <= {COUNTER_WIDTH{1'b0}};
		else if(status & control)
			count <= count + 1'b1;
		else
			count <= count;
	end
	always @(posedge clk, negedge reset_n) begin
		if(~reset_n)
			done <= 1'b0;
		else if(~status & control)
			done <= 1'b1;
		else 
			done <= done;
	end
	always@ (posedge clk, negedge reset_n) begin
		if(~reset_n)
			crc_result <= {CRC_WIDTH{1'b0}};
		else if(~control & enable)
			crc_result <= data_in[DATA_WIDTH - 1 : DATA_WIDTH - CRC_WIDTH];
		else if(status & control) begin
			if(crc_result[CRC_WIDTH - 1]) 
				crc_result <= {crc_result[CRC_WIDTH - 2 : 0], lsb_data_reg[LSB_DATA_WIDTH - 1]} ^ polynomial;
			else
				crc_result <= {crc_result[CRC_WIDTH - 2 : 0], lsb_data_reg[LSB_DATA_WIDTH - 1]};
		end else
			crc_result <= crc_result;
	end
	assign	result = done ? {{(DATA_WIDTH - CRC_WIDTH){1'b0}},crc_result} : {DATA_WIDTH{1'b0}};
endmodule
module CRC_Slave#(
	parameter	DATA_WIDTH = 32,
	parameter	POLYNOMIAL = 3'h3,
	parameter	CRC_WIDTH = 3,
	parameter 	REFLECTED_INPUT = 0,	 
	parameter 	REFLECTED_OUTPUT = 0,	 
	parameter 	XOR_OUTPUT = 32'h0
)(
	input								clk,
	input								reset_n,
	input								write,
	input								read,
	input								cs,
	input		[DATA_WIDTH - 1 : 0]	write_data,
	input		[1:0]					addr,
	output	reg	[DATA_WIDTH - 1 : 0]	read_data
);
 	wire		[DATA_WIDTH - 1 : 0]	data_in_reg;
	reg			[DATA_WIDTH - 1 : 0]	data_in_reg_handled;
	wire		[CRC_WIDTH - 1 : 0]		data_out_raw;	
	wire		[DATA_WIDTH - 1 : 0]	data_out_temp;	
	reg									control;
	reg			[DATA_WIDTH - 1 : 0]	data_out_temp_1;	
	reg									done;
	wire								read_data_valid;
	always @(posedge clk, negedge reset_n) begin
		if(~reset_n) begin
			read_data <= 32'd0;
			data_in_reg_handled <= 32'd0;
		end else begin
			if(cs & write) begin
				case (addr)
					2'd0: data_in_reg_handled <= {{data_in_reg[DATA_WIDTH - 1 : DATA_WIDTH - CRC_WIDTH]}, {data_in_reg[DATA_WIDTH - CRC_WIDTH - 1 : 0]}};
					2'd1: control <= write_data[0];
				endcase
			end
			if(done)
					data_out_temp_1 <= {{(DATA_WIDTH - CRC_WIDTH){1'b0}},(data_out_raw ^ XOR_OUTPUT[CRC_WIDTH - 1 : 0])} ;
			if(cs & read) begin
				case (addr)
					2'd0: read_data <= 32'd15;
					2'd1: read_data <= data_out_temp_1;
					2'd2: read_data[0] <= done;
				endcase
			end
		end
	end
	genvar i;
	generate if(REFLECTED_INPUT == 1) begin	
		for(i = 0; i < (DATA_WIDTH/8); i = i + 1) 
		begin: input_reflection
			assign	data_in_reg[i*8 + 0] = write_data[i*8 + 7];
			assign	data_in_reg[i*8 + 1] = write_data[i*8 + 6];
			assign	data_in_reg[i*8 + 2] = write_data[i*8 + 5];
			assign	data_in_reg[i*8 + 3] = write_data[i*8 + 4];
			assign	data_in_reg[i*8 + 4] = write_data[i*8 + 3];
			assign	data_in_reg[i*8 + 5] = write_data[i*8 + 2];
			assign	data_in_reg[i*8 + 6] = write_data[i*8 + 1];
			assign	data_in_reg[i*8 + 7] = write_data[i*8 + 0];
		end
	end
	else	assign	data_in_reg = write_data;
	endgenerate
	genvar j;
	generate if((REFLECTED_OUTPUT == 1)) begin	
		for(j = 0; j < CRC_WIDTH; j = j + 1) 
		begin: output_reflection
			assign	data_out_raw[j] = data_out_temp[CRC_WIDTH - 1 - j];
		end
	end
	else	assign	data_out_raw = data_out_temp[CRC_WIDTH - 1 : 0];
	endgenerate
	always @(posedge clk) begin
		if(~reset_n | ~control)
			done <= 1'b0;
		else if(read_data_valid) 
			done <= 1'b1;
		else
			done <= done;
	end
	CRC m0(
	.clk(clk),
	.control(control),
	.reset_n(reset_n),
	.data_in(data_in_reg_handled),
	.enable(write),
	.result(data_out_temp),
	.done(read_data_valid)
	);
	defparam m0.CRC_WIDTH = CRC_WIDTH;
	defparam m0.POLYNOMIAL = POLYNOMIAL; 
endmodule
</file>
<file path="design/flow/run.sh">
#!/bin/bash
# OpenROAD 26Q1-2900-gdf79404cd8, Yosys 0.63+post, stock flow scripts
make -C /OpenROAD-flow-scripts/flow DESIGN_CONFIG=/design/flow/config.mk WORK_HOME=/design/flow/orfs finish
</file>
<file path="design/flow/config.mk">
export PLATFORM = sky130hd
export DESIGN_NAME = CRC_Slave
export DESIGN_NICKNAME = CRC_Slave
export VERILOG_FILES = /design/flow/design.v
export SDC_FILE = /design/flow/constraint.sdc
export NUM_CORES = 4
export LEC_CHECK = 1
export CORE_UTILIZATION = 40
</file>
<file path="design/flow/constraint.sdc">
current_design CRC_Slave

set clk_period 3.8
set clk_io_pct 0.2

create_clock -name clk0 -period $clk_period [get_ports {clk}]

set non_clock_inputs [all_inputs -no_clocks]
set_input_delay [expr $clk_period * $clk_io_pct] -clock clk0 $non_clock_inputs
set_output_delay [expr $clk_period * $clk_io_pct] -clock clk0 [all_outputs]
</file>
==> flow_summary.yaml <==
# physical design summary
outcome:
  outcome: "finished clean"
clock_tree:
  tritoncts: "yes"
  cts_hold_buf: 0
  cts.htree.levels: 3
  clock_network_latency_to_the_later_pin_of_the_worst_skew_pair_ps: 340
  postCtsSetupRepairBufs: 0
  post_cts.resized_instances: 0
  clockRootBuffer: "sky130_fd_sc_hd__clkbuf_8"
  numClockSinks: 80
  ctsLongestPathBuffers: 2
  clkSlewWorstSetupHoldPaths_ps: 70
  cts_buffers: 9
run:
  max-cap-violations: 0
  warning_count: 30
yosys:
  ys_types: 33
  yosys-dominant-comb-family: "multiplexers"
  synth.yosys.chip_area_um2: 3550
  ys.warnings.count: 2
  ys_cells: 236
  synth_simple_gate_area_share_pct: 3.98
  synth_cells: 236
  fa_ha_area_share_pct: 2.82
  ys_sh_xor_pct: 0.740
  synth.ff_latch_count: 80
  seq_area_frac_synth_pct: 60.9
  synth.cell_area_um2: 3550
  yosys-mux-area-fraction_pct: 19.9
  syn_avg_cell_area_um2: 15.1
  aoi_share_pct: 3.52
die:
  die_width_um: 96.2
  design.core.area_um2: 8680
  std_cell_rows: 34
  initCoreUtil_pct: 40.9
  die_height_um: 96.2
  boundaryPins: 71
  chip_area_um2: 9260
placed_design:
  place.detailed.instances: 382
  io_buffer_count: 42
  placement_stage_worst_setup_slack_ps: 1110
  globalplace.congestion: 0.745
  dp_hpwl_um: 3470
detailed_routing:
  finalWirelength_um: 5290
  diodes: 0
  detail_route.wl_per_cell_um: 13.3
  drt_iter0_markers: 78
  post_drt_via_cell_ratio: 4.72
  postRouteAntennaNets: 0
  vias: 1877
  firstDrtPassIters: 4
  drc_violations_left: 0
sta:
  worst-slew-pin-transition_ps: 548
  fmaxAchievable_ghz: 0.433
  timing_max_transition_violations_final: 0
  final-setup-viol-count: 0
  setup_tns_ps: 0
  worst_clock_skew_ps: 11.4
  period_needed_ps: 2310
  finalHoldViolCount: 0
  finalClockPeriodUsage_pct: 60.7
  max-slew-margin-rel_pct: 63.4
  layout_setup_ws_ps: 1490
  grt_setup_unrepaired: "no"
pwr:
  power_switching_share_pct: 24.6
  power.net_switching_uw: 539
  leakagePower_uw: 0.00173
  p_per_area_nw_per_um2: 528
  sequential_cell_fraction_of_total_power_pct: 57.2
  power_uw: 2190
  clockPowerShare_pct: 24.3
  worst_ir_drop_vdd_uv: 185
  intPower_uw: 1650
  comb_power_share_pct: 18.5
global_routing:
  grt_usage_pct: 13.2
  global_route.usage.met3_pct: 3.53
  overflow: 0
  grt-busiest-layer: "met1"
  grt_first_pass_wirelength_um: 8790
  grt_start_max_net_pins: 33
  met1_usage_pct: 22.0
  met2_usage_pct: 18.6
  antenna_found_initial: 0
  grt_pass1_vias: 1802
hold_path:
  hp-class: "in -> async"
critical_path:
  reg2regPathDepth: 5
  critPathLaunch: "write"
  setup.reg_to_reg.worst_slack_ps: 1740
  critical_path.startpoint_type: "input port"
  cp-end-kind: "register"
  timing.rr.end: "m0.count[4]"
  worstPathMaxFanout: 20
  cp.arrival_ps: 2400
  timing.rr.start: "m0.count[0]"
  path_class: "in -> reg"
  timing.critical_path.required_ps: 3900
finish:
  leading_cell_types_in_the_layout_fill_and_taps_excluded: "sky130_fd_sc_hd__mux2_2 (59), sky130_fd_sc_hd__dfrtp_1 (46), sky130_fd_sc_hd__clkdlybuf4s50_1 (41)"
  final_layout_top_logic_cell: "sky130_fd_sc_hd__mux2_2"
  layout-drive-gt1-share_pct: 27.2
  final-instance-count-excl-fill: 398
  largest_register_ffs: 32
  syn_to_final_growth_pct: 16.6
[through the flow]
| stage | cell area [um2] | hold slack (ps) | util [%] |
|---|---|---|---|
| floorplan | 3650 | 425 | - |
| global placement | 3980 | 462 | 45.8 |
| detailed placement | 3980 | 470 | 45.8 |
| CTS | 4140 | 378 | 47.7 |
| global route | 4140 | 381 | 47.7 |
| finish | 4140 | 368 | 47.7 |
[worst max-delay path, stage by stage]
cell                              delay [ps]
sky130_fd_sc_hd__clkdlybuf4s50_1         510
sky130_fd_sc_hd__nor2b_4                 420
sky130_fd_sc_hd__buf_4                   340
sky130_fd_sc_hd__mux2_2                  370
[cells in the mapped netlist (all sizes together)]
| cell | count | share of area, % |
|---|---|---|
| nand3 | 2 | 0.28 |
| o211ai | 1 | 0.21 |
| dfxtp | 1 | 0.56 |
| edfxtp | 33 | 28 |
| a21oi | 3 | 0.42 |
| dfrtp | 46 | 32 |
| o41ai | 1 | 0.25 |
| a211o | 1 | 0.25 |
| o21ai | 3 | 0.42 |
| a21o | 2 | 0.42 |
| inv | 4 | 0.42 |
| a22oi | 2 | 0.42 |
| xor2 | 1 | 0.25 |
| nor2b | 4 | 0.70 |
| ha | 8 | 2.8 |
| and3 | 2 | 0.35 |
| o211a | 1 | 0.28 |
| buf | 35 | 7.6 |
| mux2 | 62 | 20 |
| and4 | 1 | 0.25 |
| nor4b | 1 | 0.25 |
| xnor2 | 2 | 0.49 |
| nand2 | 4 | 0.42 |
| nor2 | 4 | 0.42 |
| conb | 1 | 0.11 |
| nor3b | 1 | 0.21 |
| mux2i | 1 | 0.28 |
| nand3b | 1 | 0.21 |
| a221o | 3 | 0.85 |
| and2 | 5 | 0.88 |
[layout make-up]
class / count / area (um2)
Sequential cell: 80 / 2160
Multi-Input combinational cell: 144 / 1220
Inverter: 4 / 15.0
Clock buffer: 12 / 145
Clock inverter: 4 / 21.3
Tap cell: 108 / 135
Timing Repair Buffer: 46 / 445
Fill cell: 791 / 4540
[worst max-delay path by stage]
stage         slack [ps]  cells after the start                  end
CTS                 1470                      4   m0.lsb_data_reg[1]
global route        1340                      5  m0.lsb_data_reg[24]
finish              1490                      4  m0.lsb_data_reg[22]
[cells by family after synthesis]
logic type	after synthesis
flip-flops	80
multiplexers	63
buffers and inverters	39
AND/OR/NAND/NOR	25
AND-OR/OR-AND	17
adder cells (fa/ha/maj)	8
XOR/XNOR	3
other	1
[metal layers]
metal  routed length [um]  vias to the layer above
met1                 2500                      913
met5                    0                        -
met2                 2430                       62
met4                   70                        0
li1                     -                      893
met3                  291                        9
[power groups by stage]
stage / registers [uW] / logic, uW / clock network, uW
CTS: 1250 / 413 / 554
global route: 1280 / 465 / 592
finish: 1250 / 405 / 532
Power is estimated from default activity; no workload was simulated.
