[flow/design.v]
module Fir#(
	parameter	DATA_WIDTH = 32
)(
	input						clk,
	input						reset_n,
	input						control,
	input	[DATA_WIDTH - 1: 0] b,
	input	[DATA_WIDTH - 1: 0] x,
	output reg	[DATA_WIDTH - 1: 0]	data_out
);
	reg		[DATA_WIDTH - 1 : 0] 	b_array [8 : 0];
	reg		[DATA_WIDTH - 1 : 0] 	x_array [8 : 0];
	reg		[DATA_WIDTH - 1 : 0] 	h 		[8 : 0];
	reg		[DATA_WIDTH - 1 : 0]	s;
	integer i;
	initial begin
		for (i = 0; i < 8; i = i + 1) begin
                b_array[i] <= 32'd0;
				x_array[i] <= 32'd0;
				h[i] <= 32'd0;
        end
	end
	always @(posedge clk) begin
		if ((control == 0)) begin
                for (i = 0; i < 8; i = i + 1) begin
                    b_array[i] <= b_array[i + 1];
                end
                b_array[8] <= b;
		end
	end
	always @(posedge clk or negedge reset_n) begin
        if (~reset_n) begin
        end else if (control == 1) begin
            for (i = 8; i > 0; i = i - 1) begin
                x_array[i] <= x_array[i - 1];
            end
            x_array[0] <= x;
        end
    end
    always @* begin
        for (i = 0; i < 9; i = i + 1) begin
            h[i] = x_array[i] * b_array[i];
        end
        s = h[0] + h[1] + h[2] + h[3] + h[4] + h[5] + h[6] + h[7] + h[8];
    end
    always @(posedge clk) begin
        data_out <= s;
    end
endmodule
module Fir_slave 
#(
	parameter	DATA_WIDTH = 32
)(
	input								clk,
	input								reset_n,
	input								write,
	input								read,
	input								cs,
	input		[DATA_WIDTH - 1 : 0]	write_data,
	input		[1:0]					addr,
	output	reg	[DATA_WIDTH - 1 : 0]	read_data 
);
	reg									control;
	reg		[DATA_WIDTH - 1: 0] 		b;
	reg		[DATA_WIDTH - 1: 0] 		x;
	wire		[DATA_WIDTH - 1 : 0]		data_out;
	always @(posedge clk, negedge reset_n) begin
		if(~reset_n) begin
			read_data <= 32'd0;
		end else begin
			if(cs & write) begin
				case (addr)
					2'd0: b <= write_data;
					2'd1: x <= write_data;
					2'd2: control <= write_data[0];
				endcase
			end
			if(cs & read) begin
				case (addr)
					2'd0: read_data <= 32'd15;
					2'd1: read_data <= data_out;
				endcase
			end
		end
	end
Fir f(
	.clk(clk),
	.reset_n(reset_n),
	.control(control),
	.b(b),
	.x(x),
	.data_out(data_out)
);
endmodule
[flow/run.sh]
#!/bin/bash
# OpenROAD 26Q1-2900-gdf79404cd8, Yosys 0.63+post, stock flow scripts
make -C /OpenROAD-flow-scripts/flow DESIGN_CONFIG=/design/flow/config.mk WORK_HOME=/design/flow/orfs finish
[flow/config.mk]
export PLATFORM = sky130hd
export DESIGN_NAME = Fir_slave
export DESIGN_NICKNAME = Fir_slave
export VERILOG_FILES = /design/flow/design.v
export SDC_FILE = /design/flow/constraint.sdc
export NUM_CORES = 4
export LEC_CHECK = 1
export CORE_UTILIZATION = 40
[flow/constraint.sdc]
current_design Fir_slave

set clk_period 19.5
set clk_io_pct 0.2

create_clock -name clk0 -period $clk_period [get_ports {clk}]

set non_clock_inputs [all_inputs -no_clocks]
set_input_delay [expr $clk_period * $clk_io_pct] -clock clk0 $non_clock_inputs
set_output_delay [expr $clk_period * $clk_io_pct] -clock clk0 [all_outputs]
==> metrics.csv <==
stage;metric;value;unit
clock_tree;cts_tree;yes;
logic_synthesis;simple_gate_area_frac;0.147;
clock_tree;hold_buffers;0;
place;preCtsSetupSlack;7740;ps
logic_synthesis;synthAdderAreaFrac;0.578;
logic_synthesis;mux_area_frac;0;
worst_setup_path;ff2ff_path_depth;31;
route;vias;109000;
floorplan;num_rows;236;
logic_synthesis;netlist_area;167000;µm²
logic_synthesis;ys_seq_share;0.124;
logic_synthesis;syn_inst;16600;
route;drcViolationCount;0;
logic_synthesis;ys_top_logic_family;adder cells;
route;drt_iter0_markers;5895;
logic_synthesis;async_reset_ff_frac;0.0454;
place;dpl.cell_count;21800;
hold_path;min_path_cells;0;
hold_path;hold_end;f.x_array[0][14];
place;gp_congestion;1.05;
final_layout;area_delta_synth_final;6.39;%
sta;hold_viol;0;
sta;setup_tns;0;ps
logic_synthesis;yosys_warnings;5;
floorplan;coreArea;414000;µm²
logic_synthesis;ys_area;167000;µm²
clock_tree;cts_sinks;705;
logic_synthesis;ff_type;edfxtp_1;
sta;rsz0062_at_grt;false;
worst_setup_path;cp_slowest_cell;edfxtp_1;
job;drv_cap;0;
worst_setup_path;worstSetupEndpointType;flip-flop;
worst_setup_path;worstSetupPathType;flip-flop to flip-flop;
logic_synthesis;synth-edff-count;641;
worst_setup_path;r2r_end;f.data_out[31];
sta;worst_slack;7350;ps
global_route;gr-total-overflow;0;
worst_setup_path;ff2ff_setup_slack;7350;ps
sta;finalCritPeriodShare;0.623;
global_route;grt_pass1_vias;123000;
clock_tree;cts_setup_buffers;0;
sta;period_minus_slack;12150;ps
worst_setup_path;crit_family;adder cells;
worst_setup_path;cp-start-kind;flip-flop;
logic_synthesis;synthDistinctLibCells;42;
hold_path;hp-class;flip-flop to flip-flop;
place;place.port_buffers;70;
clock_tree;clkLatencyLatePin;790;ps
global_route;grt_max_degree;83;
worst_setup_path;path_common_cell;fa_1;
floorplan;chipArea;420000;µm²
final_layout;drive_gt1_frac;0.0325;
sta;final_max_slew_viol_count;0;
floorplan;dieWidth;648;µm
route;route.detailed.wl_per_inst;26.8;µm
route;ant_nets;0;
worst_setup_path;worstPathArrival;12820;ps
route;via_per_inst;4.98;
worst_setup_path;max_stage_delay;1050;ps
route;dr.pass1.iters;9;
outcome;status;complete, no violations;
clock_tree;ctsResizeCount;0;
global_route;track_usage;0.316;
clock_tree;numCtsBuffers;95;
logic_synthesis;ys.flops;705;
floorplan;ios;71;
floorplan;initial_core_util;0.403;
floorplan;die_h;648;µm
sta;tightest_slew;1210;ps
logic_synthesis;ys_sh_xor;0.0317;
route;finalWirelength;589;mm
worst_setup_path;worst-path-max-fanout;19;
global_route;grt_pass1_wl;866;mm
clock_tree;path_clk_slew;70;ps
hold_path;hp-start;x[14];
clock_tree;cts_max_path_buffers;3;
final_layout;postLayoutCoreUtil;0.429;
logic_synthesis;syn_avg_cell_area;10.0;µm²
clock_tree;cts.htree.levels;3;
final_layout;fill_cells;39600;
logic_synthesis;ys_cells;16600;
logic_synthesis;synthAoiAreaFrac;0.00329;
sta;skew;66.1;ps
sta;max_freq;82.3;MHz
final_layout;final_cell_count_no_fill;22000;
sta;setup_viol;0;
worst_setup_path;r2r_start;f.x_array[5][14];
clock_tree;cts-root-buf;clkbuf_16;
worst_setup_path;cp.buffers_inverters;6;
global_route;antenna_found_initial;26;
sta;slew_headroom;0.188;
worst_setup_path;crit_required;20170;ps
place;dp_hpwl;466;mm
job;warnings;25;
stage by stage:
step	hold slack [ps]	area, µm²
final	408	177000
after global routing	422	177000
after CTS	409	177000
after detailed placement	405	174000
after global placement	401	174000
after floorplan	400	167000
worst reg2reg max path, delay by kind of cell, from the launching register on:
family | cells | cell delay, ps
XOR/XNOR | 11 | 2840
adder cells (fa/ha/maj) | 13 | 7600
buffers and inverters | 6 | 360
flip-flops | 1 | 1050
AND/OR/NAND/NOR | 1 | 190
sequential cells by signal, summed over array words and instances (netlist names):
register and count:
f.b_array 288, read_data 32, f.x_array 288, b 32, f.data_out 32, control 1, x 32
per-layer routing:
metal  track usage  part of all wire
met1         0.386              0.34
met2         0.432              0.43
met3         0.225              0.17
met4         0.143             0.062
met5        0.0142            0.0014
kinds of logic (layout without fill, tap and decap cells):
kind of cell	after synthesis	count (layout)
XOR/XNOR	600	600
other	0	27
AND/OR/NAND/NOR	4864	4864
adder cells (fa/ha/maj)	5227	5227
flip-flops	705	705
buffers and inverters	5151	4989
AND-OR/OR-AND	94	94
cells in the mapped netlist, types with 2 or more instances:
cell      count  area (µm²)
inv_1      4375       16400
fa_1       4119       82500
and2_1     2472       15500
nand2_1    2342        8790
ha_1       1108       13900
clkbuf_1    719        2700
edfxtp_1    641       19200
xnor2_1     490        4290
xor2_1      106         928
buf_2        47         235
o21ai_0      43         215
dfrtp_1      32         801
dfxtp_1      32         641
a21oi_1      19        95.1
nor2_1       19        71.3
a21o_1       13        97.6
buf_1         8        30.0
nand2b_1      7        43.8
nor2b_1       6        37.5
nand3_1       4        20.0
nor3_1        4        20.0
o21bai_1      4        30.0
a31oi_1       3        18.8
and3_1        3        18.8
o211ai_1      3        22.5
xnor2_2       3        48.8
a31o_2        2        17.5
buf_6         2        22.5
nand4_1       2        12.5
layout by cell type, fill, tap and decap left out, drive strengths merged, types with 19 or more instances in the layout:
| cell | count |
|---|---|
| and2 | 2472 |
| buf | 365 |
| nor2 | 19 |
| dfxtp | 32 |
| fa | 4119 |
| xor2 | 106 |
| inv | 4387 |
| a21oi | 19 |
| ha | 1108 |
| dfrtp | 32 |
| o21ai | 44 |
| diode | 27 |
| xnor2 | 493 |
| edfxtp | 641 |
| clkbuf | 112 |
| clkdlybuf4s50 | 69 |
| nand2 | 2344 |
| clkinv | 28 |
area by class of cell:
cell class | count | area [µm²] | share of cell area
multi-input cells | 10800 | 127000 | 0.714
clock inverters | 68 | 749 | 0.00422
repair buffers | 434 | 3450 | 0.0195
diodes | 27 | 67.6 | 0.000381
clock buffers | 112 | 2500 | 0.0141
flip-flops and latches | 705 | 20700 | 0.117
well taps | 5474 | 6850 | 0.0386
inverters | 4375 | 16400 | 0.0926
worst max path at each step:
stage	startpoint	depth (start not counted)	slack, ps	end
4_1_cts	f.x_array[5][14]	31	7660	f.data_out[31]
5_1_grt	f.x_array[5][14]	31	7010	f.data_out[31]
6_report	f.x_array[5][14]	31	7350	f.data_out[31]
